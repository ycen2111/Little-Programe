File: flow/run.sh
#!/bin/bash
# OpenROAD 26Q1-2900-gdf79404cd8, Yosys 0.63+post, stock flow scripts
make -C /OpenROAD-flow-scripts/flow DESIGN_CONFIG=/design/flow/config.mk WORK_HOME=/design/flow/orfs finish
File: flow/config.mk
export PLATFORM = sky130hd
export DESIGN_NAME = state_change_logic
export DESIGN_NICKNAME = state_change_logic
export VERILOG_FILES = /design/flow/design.v
export SDC_FILE = /design/flow/constraint.sdc
export NUM_CORES = 4
export LEC_CHECK = 1
export CORE_AREA = 10 10 70 70
export DIE_AREA = 0 0 80 80
File: flow/constraint.sdc
current_design state_change_logic

set clk_period 2.5
set clk_io_pct 0.2

create_clock -name clk0 -period $clk_period [get_ports {clk}]
create_clock -name clk1 -period $clk_period [get_ports {sysClk}]

set non_clock_inputs [all_inputs -no_clocks]
set_input_delay [expr $clk_period * $clk_io_pct] -clock clk0 $non_clock_inputs
set_output_delay [expr $clk_period * $clk_io_pct] -clock clk0 [all_outputs]
File: flow/design.v
`timescale 1ns / 1ps
module state_change_logic(
    input sysClk, 
    input clk, 
    input active_button,
    input correct,
    input wrong,
    input movement,
    input [4:0] second,
    output [1:0] state,
    output [5:0] light,
    output active
    );
    reg [1:0] state_r=2'd0,state_n;
    reg yellow_state=1; 
    reg in_active;
    reg [5:0] tx_light;
    reg get_correct_password=0,get_movement=0; 
    reg get_active=2'd0;
    reg last_correct=2'd0,last_movement=2'd0,last_button=2'd0; 
    assign state=state_r;
    assign light=tx_light;
    assign active=in_active;
    always @(negedge clk) begin
            case (state_r)
                2'd0: begin
                      in_active=0; tx_light=6'b000000; 
                      if (get_active==1'd1) state_n=2'd2; 
                      else state_n=state;
                      end
                2'd1: begin
                      in_active=1; tx_light=6'b010010; 
                      if (get_movement==1'd1) state_n=2'd2; 
                      else state_n=state;
                      end
                2'd2: begin
                      if(yellow_state==1) 
                            tx_light=6'b011011; 
                      else
                            tx_light=6'b000000; 
                      yellow_state=!yellow_state;
                      if (second>5'd19&&in_active==1'd1&&get_correct_password==1'd0) state_n=2'd3; 
                      else if (second>5'd9&&in_active==1'd0) state_n=2'd1; 
                      else if ( in_active==1'd1&&get_correct_password==1'd1) state_n=2'd1; 
                      else state_n=state;
                      end
                2'd3: begin
                      tx_light=6'b001001; 
                      if (get_correct_password==1'd1) state_n=2'd1; 
                      else state_n=state;
                      end
                default: state_n=2'd0;
            endcase
        state_r=state_n; 
    end
    always @(posedge sysClk) begin
        if(!last_correct&&correct) get_correct_password=1; 
        else if(state_r==2'd1) get_correct_password=0;
        if(!last_movement&&movement) get_movement=1; 
        else if(state_r==2'd2) get_movement=0;
        if(!last_button&&active_button) get_active=1; 
        last_correct=correct;
        last_movement=movement;
        last_button=active_button;
    end
endmodule
==> flow_summary_export.csv <==
group,metric,value,unit
grt,grt_pass1_wl,1.55,mm
yosys,top_area_frac,0.324,
floorplanning,dieArea,6400,µm²
detailed_routing,antenna_cells,0,
critical_path,path_class,"reg -> out",
worst_hold_path,hold_path.class,"reg -> reg",
status,outcome,"finished with violations",
grt,grt_usage,0.0305,
sta,finalHoldViolations,0,
status,violations,"setup timing",
detailed_routing,drt_wl_total,976,µm
yosys,synth-edff-count,5,
critical_path,crit_fanout,2,
critical_path,crit_chain,"buf_2",
detailed_routing,drtIter0Drc,28,
critical_path,worst_path_dominant_cell_family,"flip-flops",
layout,final_area,703,µm²
clock_network,clkTransAtPathRegs,0.05,ns
critical_path,crit_buf_inv,1,
job,warnings,37,
power,ir_worst_vdd,0.000288,V
sta,finClkSkew,0.00643,ns
yosys,async_flop_share,0,
yosys,synthesis.area,463,µm²
detailed_routing,drt_pass1_iterations,4,
yosys,yosysChipArea,463,µm²
job,maxCapViolCount,0,
yosys,synth_cells,41,
detailed_routing,vias,342,
floorplanning,die_y,80,µm
floorplanning,core_area,3420,µm²
yosys,ys_cells,41,
placement,post-place-ws,-0.718,ns
sta,setup_viol,5,
yosys,yosysSeqAreaShare,0.627,
grt,overflow,0,
sta,final_max_slew_viol_count,0,
grt,antenna_found_initial,0,
detailed_routing,drtAntennaViolNets,0,
clock_network,numClockSinks,12,
detailed_routing,drt-wirelength-per-cell,8.56,µm
placement,placed_area,661,µm²
critical_path,end_kind,"output pin",
critical_path,cpPeakStageDelay,0.37,ns
detailed_routing,post-route-drc-count,0,
yosys,top_cells_by_count,"dfxtp_1 (7), inv_1 (7), edfxtp_1 (5)",
floorplanning,die_w,80,µm
detailed_routing,vias_per_cell,3.00,
floorplanning,num_rows,21,
yosys,ys_types,15,
yosys,syn_avg_cell_area,11.3,µm²
yosys,yosys_warnings,1,
power,leakage,0.333,nW
clock_network,cts_tree,"yes",
floorplanning,initCoreUtil,0.136,
grt,first_global_vias,388,
placement,finalWeightedCongestion,0.697,
sta,grt_setup_unrepaired,"yes",
power,cellPowerDensity,1130,nW/µm²
sta,fin_ws,-0.0476,ns
layout,layout-drive-gt1-share,0.382,
placement,port_buffers,14,
yosys,ys_ff,12,
grt,grt_max_degree,7,
placement,hpwl,757,µm
floorplanning,ios,20,
critical_path,cp-start-kind,"register",
yosys,area_leaders,"edfxtp_1 (32%), dfxtp_1 (30%), buf_4 (6.5%)",
yosys,top_area_cell,"edfxtp_1",
critical_path,crit_arrival,2.05,ns
critical_path,critPathSlowestCell,"edfxtp_1",
layout,area_growth,51.9,%
yosys,ff_type,"dfxtp_1",
critical_path,required,2.00,ns
[stage by stage]
step	hold slack (ns)	std cells	TNS [ns]	util	power (W)
final	0.406	114	-0.179	0.206	0.000793
after global routing	0.405	114	-0.375	0.206	0.000872
after CTS	0.407	113	-0.206	0.204	0.000811
after detailed placement	0.402	100	-2.04	0.193	0.000638
after global placement	0.393	100	-2.01	0.193	0.000635
after floorplan	0.388	42	-0.376	-	0.000474
[area by class of cell]
cell class | count | area (µm²)
Sequential cell | 12 | 293
Fill cell | 378 | 2710
Clock inverter | 6 | 22.5
Tap cell | 46 | 57.6
Multi-Input combinational cell | 18 | 124
Clock buffer | 7 | 48.8
Inverter | 6 | 22.5
Timing Repair Buffer | 19 | 135
[final timing paths]
path                              start                   end  slack [ns]  cells after the start
setup / recovery             state_r[1]              state[1]       -0.05                      1
hold / removal             last_correct  get_correct_password        0.41                      1
setup reg to reg   get_correct_password            state_r[1]        0.07                      3
hold reg to reg            last_correct  get_correct_password        0.41                      1
max in group clk1            state_r[1]  get_correct_password        0.25                      3
min in group clk0          yellow_state           tx_light[1]        0.50                      1
[layout by cell type (no fill, tap or decap)]
master,synthesis,routed
inv_1,7,12
buf_2,0,9
clkbuf_4,0,6
edfxtp_1,5,5
dfxtp_1,7,5
buf_4,4,5
nor2_1,4,4
conb_1,2,3
clkdlybuf4s50_1,0,3
nor2b_1,2,2
o21ai_0,3,2
buf_6,0,2
dfxtp_2,0,2
o21ai_4,0,1
o41ai_1,1,1
o21ai_1,0,1
a32oi_1,1,1
mux4_2,1,1
a21o_1,1,1
o22ai_1,1,1
clkbuf_1,1,1
[logic make-up (layout without fill, tap and decap cells)]
| logic type | Yosys count | in the layout | share of synthesized area |
|---|---|---|---|
| AOI/OAI and AO/OA | 8 | 8 | 0.119 |
| and+or+nand+nor | 6 | 6 | 0.0594 |
| muxes | 1 | 1 | 0.0486 |
| DFF | 12 | 12 | 0.627 |
| buffers and inverters | 12 | 38 | 0.130 |
| other | 2 | 3 | 0.0162 |
[sequential cells by signal, summed over array words and instances (netlist names)]
| signal | count |
|---|---|
| get_movement | 1 |
| get_correct_password | 1 |
| yellow_state | 1 |
| last_correct | 1 |
| get_active | 1 |
| state_r | 2 |
| tx_light | 2 |
| last_button | 1 |
| in_active | 1 |
| last_movement | 1 |
[metal layers]
metal  track usage  part of all wire  up-vias
li1              -                 -      183
met1        0.0309              0.40      145
met2        0.0361              0.43       12
met3        0.0295              0.14        2
met4        0.0246             0.036        0
met5             0                 0        -
[power breakdown]
part           switching (W)  internal [W]  leakage, nW  total [W]
Clock              0.0000910      0.000128       0.0607   0.000219
Sequential         0.0000331      0.000298        0.108   0.000331
Combinational       0.000102      0.000141        0.164   0.000243
Total               0.000226      0.000567        0.333   0.000793
[what timing repair did]
action / CTS / global route
resized: 41 / 0
setup endpoints to repair: 9 / 7
pin swaps: 4 / 2
hold buffers: 0 / 0
setup buffers: 1 / 1
No activity file was given, so power comes from the tool's default toggle rates.
