==> design/flow/design.v <==
`timescale 1ns / 1ps
module DigitDisplay(
    input clk,
    input [31:0] value,
    output reg [7:0] AN,
    output [7:0] CA
    );
    reg [3:0] nibble;
    reg [2:0] count=0;
    wire [6:0] digit;
    always @(posedge clk) count=count+1;
    always @(*)
        case (count)
            0:begin AN=8'b01111111; nibble=value[31:28]; end
            1:begin AN=8'b10111111; nibble=value[27:24]; end
            2:begin AN=8'b11011111; nibble=value[23:20]; end
            3:begin AN=8'b11101111; nibble=value[19:16]; end
            4:begin AN=8'b11110111; nibble=value[15:12]; end
            5:begin AN=8'b11111011; nibble=value[11:8]; end
            6:begin AN=8'b11111101; nibble=value[7:4]; end
            7:begin AN=8'b11111110; nibble=value[3:0]; end
        endcase
    Nibble2SevenSeg myssd (nibble,digit);
    assign CA={~(digit),1'b1};
endmodule
`timescale 1ns / 1ps
module Nibble2SevenSeg(
    input [3:0] nibble,
    output reg [7:0] segments
    );
    always @(nibble)
        case (nibble)
            4'h0: segments=7'b1111110;
            4'h1: segments=7'b0110000;
            4'h2: segments=7'b1101101;
            4'h3: segments=7'b1111001;
            4'h4: segments=7'b0110011;
            4'h5: segments=7'b1011011;
            4'h6: segments=7'b1011111;
            4'h7: segments=7'b1110000;
            4'h8: segments=7'b1111111;
            4'h9: segments=7'b1111011;
            4'hA: segments=7'b1110111;
            4'hb: segments=7'b0001111;
            4'hC: segments=7'b1001110;
            4'hd: segments=7'b0111101;
            4'hE: segments=7'b1001111;
            4'hF: segments=7'b1000111;
        endcase
endmodule
==> design/flow/run.sh <==
#!/bin/bash
# OpenROAD 26Q1-2900-gdf79404cd8, Yosys 0.63+post, stock flow scripts
make -C /OpenROAD-flow-scripts/flow DESIGN_CONFIG=/design/flow/config.mk WORK_HOME=/design/flow/orfs finish
==> design/flow/config.mk <==
export PLATFORM = sky130hd
export DESIGN_NAME = DigitDisplay
export DESIGN_NICKNAME = DigitDisplay
export VERILOG_FILES = /design/flow/design.v
export SDC_FILE = /design/flow/constraint.sdc
export NUM_CORES = 4
export LEC_CHECK = 1
export CORE_AREA = 10 10 70 70
export DIE_AREA = 0 0 80 80
==> design/flow/constraint.sdc <==
current_design DigitDisplay

set clk_period 3.7
set clk_io_pct 0.2

create_clock -name clk0 -period $clk_period [get_ports {clk}]

set non_clock_inputs [all_inputs -no_clocks]
set_input_delay [expr $clk_period * $clk_io_pct] -clock clk0 $non_clock_inputs
set_output_delay [expr $clk_period * $clk_io_pct] -clock clk0 [all_outputs]
==> impl_metrics.tcl <==
# metrics dict for downstream scripts
set metrics [dict create \
    hold_viol 0 \
    post-route-min-period_ps 3590 \
    fin_util 0.435 \
    post_synth.cell_area_avg_um2 8.41 \
    stdcell_area_um2 1490 \
    irDropWorstVdd_mv 0.152 \
    grt_max_degree 12 \
    post-place-ws_ps -5.82 \
    antenna_cells 0 \
    critPathArrivalTime_ps 2850 \
    place.gp.congestion 0.909 \
    core_um2 3420 \
    r2r_end "count[2]" \
    wl_um 2950 \
    gr-total-overflow 0 \
    top_usage_layer "met1" \
    r2r_slack_ps 2710 \
    wl_per_cell_um 15.0 \
    tool_warnings 36 \
    path_clk_slew_ps 40 \
    yosys_area_um2 816 \
    numCtsBuffers 3 \
    fp_util 0.239 \
    ios 49 \
    dpl_cell_area_um2 1350 \
    timing.final.ws_setup_ps 111 \
    htree_num_levels 1 \
    fin_skew_ps 0.321 \
    die_h_um 80 \
    ys_cells 97 \
    cp_max_fo 5 \
    min_path_type "reg -> reg" \
    ys_seq_frac 0.0736 \
    die_x_um 80 \
    met1_usage 0.134 \
    std_cell_rows 21 \
    holdWs_ps 471 \
    routed_via_density 4.82 \
    yosys.area.top_type "ha_1" \
    min_path_cells 1 \
    outcome "completed" \
    yosys_warnings 3 \
    clk_path_buf_depth 2 \
    drt_iter0_markers 63 \
    synth_flops 3 \
    drive_above_1_share 0.245 \
    path_class "in -> out" \
    layout.cells.most_common "clkdlybuf4s50_1" \
    lay_top_cells "clkdlybuf4s50_1, buf_4, nand2_1" \
    slew_viol_final 0 \
    hpwl_um 2420 \
    p_leak_uw 0.000620 \
    grt_pass1_wl_um 4530 \
    grt_usage 0.0863 \
    clkSinkCount 3 \
    largest_reg_flops 3 \
    synth_cell_type_count 41 \
    synthesis.area_um2 816 \
    cts_tree "yes" \
    ff2ff_path_depth 3 \
    rr_startpoint "count[0]" \
    grt_antenna_before_repair 0 \
    grt_use_met3 0.0295 \
    crit_required_ps 2960 \
    die_area_um2 6400 \
    min_period_over_period 0.970 \
    powerDensity_nw_per_um2 119 \
    vias 949 \
    setup_viol_count_final 0 \
    fmax_ghz 0.279 \
    hold-path-endpoint "count[0]" \
    cts_root_buf "clkbuf_4" \
    dr.pass1.iters 5 \
    yosysTopAreaCellShare 0.215 \
    grt_pass1_vias 914 \
    critPathLaunchType "input port" \
    clk_latency_ps 240 \
    area_growth_pct 82.1 \
    syn_inst 97 \
    endpoint_kind "primary output" \
    grt_use_met2 0.116 \
    ant_nets 0 \
    portBuffers 47 \
    drv_cap 0 \
    holdCritStartpoint "count[0]" \
    route.detailed.drc 0 \
    area_leaders "ha_1, dfxtp_1, mux2i_1" \
]
==> how the worst max path moves through the flow <==
stage / from / endpoint / slack, ps / cells after the start
CTS: count[0] / CA[2] / 20 / 11
global route: count[0] / CA[1] / -20 / 11
finish: value[20] / CA[1] / 110 / 8
==> synthesized netlist by cell type <==
| master | n |
|---|---|
| a211o_1 | 1 |
| a211oi_2 | 1 |
| a21bo_1 | 1 |
| a221o_1 | 1 |
| a221oi_1 | 2 |
| a222oi_1 | 4 |
| a22o_1 | 3 |
| a31oi_1 | 1 |
| a41oi_1 | 1 |
| a41oi_2 | 1 |
| and2_4 | 1 |
| buf_2 | 1 |
| buf_4 | 3 |
| buf_6 | 2 |
| clkbuf_1 | 2 |
| conb_1 | 1 |
| dfxtp_1 | 3 |
| ha_1 | 14 |
| inv_1 | 8 |
| mux2_1 | 1 |
| mux2_2 | 3 |
| mux2i_1 | 6 |
| nand2_1 | 10 |
| nand2b_1 | 1 |
| nand3b_1 | 4 |
| nand4b_1 | 1 |
| nor2_1 | 1 |
| nor2b_4 | 1 |
| nor3_1 | 3 |
| nor3b_1 | 1 |
| nor4_1 | 2 |
| o211ai_1 | 1 |
| o21a_1 | 1 |
| o21ai_0 | 2 |
| o21ai_1 | 1 |
| o221ai_1 | 1 |
| o22ai_1 | 1 |
| o2bb2ai_1 | 2 |
| or2_0 | 1 |
| or2_2 | 1 |
| xor2_1 | 1 |
==> critical path, stage by stage <==
cell             delay [ps]
clkdlybuf4s50_1         400
a222oi_1                310
a41oi_1                 210
buf_4                   210
ha_4                    180
mux2_4                  270
o2bb2ai_2               120
clkdlybuf4s50_1         410
==> where the power goes <==
part           total (uW)  switching, uW  leakage (uW)  internal, uW
registers            32.5              0     0.0000247          32.5
clock network        59.0           18.5     0.0000150          40.5
logic                85.8           26.7      0.000580          59.2
==> final cells by class <==
type	count	area [um2]
Inverter	8	32.5
Sequential cell	3	61.3
Clock buffer	4	26.3
Tap cell	46	57.6
Multi-Input combinational cell	78	744
Timing Repair Buffer	58	563
Fill cell	344	1930
==> what timing repair did <==
action,in CTS,in global routing
hold buffers,0,0
gates resized,4,20
buffers inserted,0,2
pin swaps,2,6
setup endpoints to repair,6,7
==> per-layer routing <==
metal,wire (um),vias up
met5,0,-
met3,274,0
met4,0,0
met1,1500,434
met2,1180,42
li1,-,473
==> through the flow <==
step / power (uW) / instances / setup TNS [ps]
after detailed placement: 113 / 191 / -5.82
after global routing: 191 / 197 / -21.8
after global placement: 112 / 191 / 0
after CTS: 175 / 195 / 0
after floorplan: 59.7 / 97 / 0
final: 177 / 197 / 0
==> logic make-up after synthesis <==
| family | Yosys count | synth area share |
|---|---|---|
| AND-OR/OR-AND | 25 | 0.268 |
| AND/OR/NAND/NOR | 27 | 0.192 |
| XOR/XNOR | 1 | 0.0107 |
| flip-flops | 3 | 0.0736 |
| adder cells (fa/ha/maj) | 14 | 0.215 |
| multiplexers | 10 | 0.129 |
| other | 1 | 0.00460 |
| buffers and inverters | 16 | 0.107 |
No activity file was given, so power comes from the tool's default toggle rates.
