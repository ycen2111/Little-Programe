File: flow/config.mk
export PLATFORM = sky130hd
export DESIGN_NAME = counter
export DESIGN_NICKNAME = counter
export VERILOG_FILES = /design/flow/design.v
export SDC_FILE = /design/flow/constraint.sdc
export NUM_CORES = 4
export LEC_CHECK = 1
export CORE_AREA = 10 10 101 101
export DIE_AREA = 0 0 111 111
File: flow/constraint.sdc
current_design counter

set clk_period 7.2
set clk_io_pct 0.2

create_clock -name clk0 -period $clk_period [get_ports {clk}]

set non_clock_inputs [all_inputs -no_clocks]
set_input_delay [expr $clk_period * $clk_io_pct] -clock clk0 $non_clock_inputs
set_output_delay [expr $clk_period * $clk_io_pct] -clock clk0 [all_outputs]
File: flow/design.v
`timescale 1ns / 1ps
module counter(
    input clk,
    output [31:0] value
    );
    reg [31:0] count=0;
    always @(posedge clk)
        count<=count+1;
    assign value=count;
endmodule
File: flow/run.sh
#!/bin/bash
# OpenROAD 26Q1-2900-gdf79404cd8, Yosys 0.63+post, stock flow scripts
make -C /OpenROAD-flow-scripts/flow DESIGN_CONFIG=/design/flow/config.mk WORK_HOME=/design/flow/orfs finish
==> changes_impl.md <==
### Implementation results

* Status: finished clean
* DR WL/cell at 11.2 um
* Overflow after GRT at 0
* Max reg flops at 32
* Starting Density at 0.162
* Crit. path cell count at 1
* Synth top cell by count: dfxtp_1
* PnR Total Power at 0.344 mW
* RSZ-0062 raised after global routing: no
* Synth Warn # at 1
* Worst setup path endpoint: value[7]
* Reg2Reg Depth at 5
* Yosys stat cell total at 127
* All-Layer GR Usage at 0.0492
* Die H at 111 um
* Worst Hold Launch: count[0]$_DFF_P_
* Antenna viol nets, final at 0
* # H-tree levels at 2
* Hold Slack at 440 ps
* Setup TNS Final at 0 ps
* Top Ports at 33
* Ranking of synthesized cells by area: dfxtp_1, xor2_1, xnor2_1
* First-pass GRT wire length at 5.09 mm
* Non-filler instance count after layout at 268
* Final setup fails at 0
* CTS resizes at 0
* Mean area per synthesized cell at 10.4 um2
* Critical path type: register to primary output
* Worst Skew at 7.49 ps
* Slowest CP cell: clkdlybuf4s50_1
* Max cap viols at 0
* Vias in the first global route at 968
* WP data arrival at 1240 ps
* Via Count at 974
* Max VDD drop at 0.0000823 V
* Max-slew violations at 0
* Crit path required time at 5760 ps
* Initial antenna violation count at 0
* Worst-margin pin slew at 578 ps
* Post-layout min period at 2680 ps
* Fraction of registers with async set/reset at 0
* Die width at 111 um
* Final Hold Fails at 0
* Reg2reg start: count[0]$_DFF_P_
* Total number of placement rows at 33
* Worst path bufs/invs at 1
* Seq share, synth at 0.486
* Post-synth EDFFs at 0
* Power per standard cell area at 186 mW/mm2
* Cycle use final at 0.372
* Via/cell ratio at 3.63
* Slew margin rel. at 0.614
* Critical Path Source Type: register
* # DRC at 0
* Core region area at 0.00813 mm2
* CTS clock-pin slew for the worst setup and hold paths at 70 ps
* Setup Fix Bufs, Post-CTS at 0
* Area share, top type at 0.486
* Crit-path max cell delay at 530 ps
* Max Root-Sink Buffers at 2
* WL final at 2.99 mm
* Placed insts at 260
* Biggest register: count
* Tool Warnings at 25
* Syn Inst Count at 127
* Iteration count of the initial detailed-routing pass at 4
* Reg2reg setup slack at 5350 ps
* Clk sinks at 32
* CTS tree: done
* GP Congestion at 0.692
* Largest net degree at the start of global routing at 12
* CP Max Fanout at 6
* Top cells by count: dfxtp_1, xor2_1, nand3_1, xnor2_1, nand2_1
* Yosys top cell by area: dfxtp_1
* Worst setup EP type: primary output
* Highest clock rate at 373 MHz
* 1st-iter DRT viols at 10
* Ys flop type: dfxtp_1
* Full die area at 0.0123 mm2
* Worst path cell trace: clkdlybuf4s50_1
* # diodes at 0
* Distinct lib cells used at 24
* Clk ins delay skew pair at 280 ps
* Synth Cell Area at 0.00132 mm2
* CTS Hold Bufs at 0
* Crit-path leading delay family: buffers and inverters
* Pleak at 0.714 nW
* CTS Buf Count at 5
* Syn-to-layout area delta at 40.5%
* Root Driver: clkbuf_8
* Critical Path Start: count[7]$_DFF_P_
* Worst reg2reg endpoint: count[28]$_DFF_P_
* Hold/Removal Path Class: register to register
* YS chip area at 0.00132 mm2
* Port Buffers at 32
* Post-synth regs at 32
* Layout cells sized above 1 at 0.104
* Biggest regs: count: 32 flops
* Fillers at 881
* Final HPWL from detailed placement at 2.26 mm
worst min-delay path by stage:
stage / end / slack (ps) / cells after the start
global route: count[31]$_DFF_P_ / 470 / 1
finish: count[0]$_DFF_P_ / 440 / 1
CTS: count[0]$_DFF_P_ / 450 / 1
logic make-up (layout without fill, tap and decap cells):
| family | Yosys count | count (layout) | synth area share |
|---|---|---|---|
| flops | 32 | 32 | 0.486 |
| xor+xnor | 30 | 30 | 0.199 |
| fa+ha+maj | 1 | 1 | 0.00949 |
| simple gates | 55 | 55 | 0.272 |
| buf+inv | 9 | 45 | 0.0332 |
per-stage QoR:
stage / utilization / area, um2 / setup WS, ps
after global routing: 0.228 / 1850 / 4450
final: 0.228 / 1850 / 4520
after global placement: 0.215 / 1750 / 4800
after floorplan: - / 1320 / 5390
after CTS: 0.228 / 1850 / 4480
after detailed placement: 0.215 / 1750 / 4800
worst register-to-register path, delay by kind of cell (launching register included):
kind,cells,cell delay [ps]
flops,1,410
fa+ha+maj,1,280
simple gates,3,940
xor+xnor,1,170
cell type report:
| cell class | count | area [um2] | area share |
|---|---|---|---|
| Clock buffer | 6 | 72.6 | 0.0392 |
| Clock inverter | 2 | 35.0 | 0.0189 |
| Inverter | 5 | 18.8 | 0.0101 |
| Multi-Input combinational cell | 86 | 634 | 0.342 |
| Sequential cell | 32 | 641 | 0.346 |
| Tap cell | 105 | 131 | 0.0709 |
| Timing Repair Buffer | 32 | 320 | 0.173 |
placed cells by master, fill, tap and decap left out, types with 4 or more instances in the layout:
cell type,n
clkbuf_8,5
inv_1,5
nor2_1,6
xor2_1,20
nor4_1,4
nor3_1,4
clkdlybuf4s50_1,32
nand3_1,10
xnor2_1,10
nor4_2,5
dfxtp_1,32
and4_1,4
nand2_1,9
power by group:
part           leakage, nW  switching (mW)  internal (mW)
Sequential           0.258               0          0.177
Combinational        0.401               0              0
Clock               0.0552          0.0648          0.103
layer usage:
metal / part of all wire / vias to the layer above / track usage
li1: - / 505 / -
met1: 0.47 / 437 / 0.0630
met2: 0.41 / 28 / 0.0696
met3: 0.12 / 4 / 0.0317
met4: 0.0060 / 0 / 0.00608
met5: 0 / - / 0
Power figures rest on the tool's default switching activity, not on a simulated workload.
